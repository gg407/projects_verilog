[/design/flow/config.mk]
export PLATFORM = sky130hd
export DESIGN_NAME = counter
export DESIGN_NICKNAME = counter
export VERILOG_FILES = /design/flow/design.v
export SDC_FILE = /design/flow/constraint.sdc
export NUM_CORES = 4
export LEC_CHECK = 1
export CORE_AREA = 10 10 70 70
export DIE_AREA = 0 0 80 80
[/design/flow/constraint.sdc]
current_design counter

set clk_period 1.4
set clk_io_pct 0.2

create_clock -name clk0 -period $clk_period [get_ports {clk}]

set non_clock_inputs [all_inputs -no_clocks]
set_input_delay [expr $clk_period * $clk_io_pct] -clock clk0 $non_clock_inputs
set_output_delay [expr $clk_period * $clk_io_pct] -clock clk0 [all_outputs]
[/design/flow/design.v]
module counter(clk, clr, q);
  parameter COUNTER_LIMIT = 9;
  input clk, clr;
  output reg [3:0] q;
  always @(posedge clk, posedge clr) begin
    if (clr)
      q <= 1'b0;
    else if (q == COUNTER_LIMIT) 
      q <= 1'b0;
    else
      q <= q + 1;
  end
endmodule
[/design/flow/run.sh]
#!/bin/bash
# OpenROAD 26Q1-2900-gdf79404cd8, Yosys 0.63+post, stock flow scripts
make -C /OpenROAD-flow-scripts/flow DESIGN_CONFIG=/design/flow/config.mk WORK_HOME=/design/flow/orfs finish
==> results.json <==
{
  "tightest_slew_ps": 161,
  "die_h_um": 80,
  "grt_max_degree": 7,
  "pin_count": 6,
  "first_pass_iters": 2,
  "critical_path.startpoint_type": "flop",
  "cts_max_level": 1,
  "synthCells": 16,
  "largest_reg_flops": 4,
  "p_clk_share_pct": 53.7,
  "switching_share_pct": 18.2,
  "drive_above_1_share_pct": 25.0,
  "powerDensity_nw_per_um2": 798,
  "fp_util_pct": 4.95,
  "max_freq_mhz": 748,
  "cp_slowest_cell": "clkdlybuf4s50_1",
  "cts.sinks": 4,
  "warnings": 25,
  "timing.setup.tns_ps": 0,
  "aoi_share_pct": 14.1,
  "postCtsSetupBuffers": 3,
  "path_cells": "clkdlybuf4s50_1",
  "synth-xor-area-share_pct": 5.19,
  "track_usage_pct": 1.62,
  "wl_per_cell_um": 6.41,
  "syn_to_final_growth_pct": 94.8,
  "path_max_fanout": 2,
  "max-slew-margin-rel_pct": 88.9,
  "clock_skew_ps": 4.18,
  "fa_ha_area_share_pct": 0,
  "ys_ff": 4,
  "peakVddDrop_v": 0.000118,
  "chipArea_um2": 6400,
  "io_buffers": 5,
  "slew_viol_final": 0,
  "place_congestion": 0.652,
  "largest-register": "q",
  "outcome": "finished clean",
  "grt_pass1_wl_um": 745,
  "via_per_inst": 2.01,
  "core_um2": 3420,
  "cts_root_buf": "clkbuf_4",
  "syn_area_per_cell_um2": 10.6,
  "hold_class": "primary input to asynchronous set/reset pin",
  "ys_seq_share_pct": 59.3,
  "setup_viol": 0,
  "synth.area.mux_share_pct": 5.93,
  "hold_violations": 0,
  "cts_tree": "yes",
  "grt_setup_unrepaired": "no",
  "n_antenna_cell": 0,
  "dp_hpwl_um": 322,
  "crit_buf_inv": 1,
  "synth_warnings": 1,
  "fin_crit_sh_pct": 95.5,
  "dieWidth_um": 80,
  "num_rows": 21,
  "maxCapViolations": 0,
  "top_logic_kind": "AND-OR/OR-AND gates",
  "p_leak_nw": 0.136,
  "largestRegisters": "q x4",
  "clk_pin_slew_ps": 40,
  "clkLatencyLatePin_ps": 230,
  "cts_inserted_buffers": 3,
  "finalCriticalPeriod_ps": 1340,
  "cp_slowest_stage_delay_ps": 470,
  "syn_area_um2": 169,
  "routed_wl_um": 474,
  "yosys_area_um2": 169,
  "drc_errors": 0,
  "ant_nets": 0,
  "p_int_uw": 215,
  "critical-path-top-delay-family": "buffers and inverters",
  "grt_overflow_total": 0,
  "drt_iter0_drc": 1,
  "cp_data_arrival_time_ps": 1060,
  "yosysUniqueCellTypes": 9,
  "cts.repair.resized": 0,
  "worstSetupPathType": "flop to primary output",
  "fin_hold_ws_ps": 248,
  "ys_sh_simple_pct": 6.67,
  "first_global_vias": 175,
  "power.switching_uw": 47.9,
  "clk_path_buf_depth": 2,
  "end_kind": "primary output",
  "grt_antenna_before_repair": 0,
  "hold_buffers": 0,
  "vias": 149,
  "power_frac_comb_pct": 2.0,
  "ys_cells": 16,
  "pwr-share-seq_pct": 44.3,
  "crit_required_ps": 1120
}
==> power by group through the flow <==
stage / registers [mW] / logic [mW] / clock network, mW
5_1_grt: 0.116 / 0.00599 / 0.162
4_1_cts: 0.116 / 0.00556 / 0.152
6_report: 0.116 / 0.00535 / 0.141
==> area by class of cell <==
cell class	count	area (um2)
Clock buffer	3	22.5
Timing Repair Buffer	9	80.1
Sequential cell	4	100
Fill cell	407	3090
Multi-Input combinational cell	8	53.8
Inverter	4	15.0
Tap cell	46	57.6
==> synth_stat cells <==
cell | number | area (um2)
nand2_1 | 1 | 3.75
o21ai_0 | 1 | 5.00
a22o_1 | 1 | 8.76
xnor2_1 | 1 | 8.76
nand3b_1 | 1 | 7.51
mux2i_1 | 1 | 10.0
inv_1 | 4 | 15.0
dfrtp_1 | 4 | 100
o21ai_1 | 2 | 10.0
==> metal layers <==
layer / track usage [%] / part of all wire (%) / vias up / routed length [um]
li1: - / - / 77 / -
met1: 1.80 / 50 / 66 / 237
met2: 1.69 / 30 / 6 / 143
met3: 2.16 / 20 / 0 / 93
met4: 0.528 / 0 / 0 / 0
met5: 0 / 0 / - / 0
==> worst reg2reg max path, delay by kind of cell (launching register included) <==
| kind | cells | cell delay, ps |
|---|---|---|
| buffers and inverters | 1 | 160 |
| flip-flops | 1 | 380 |
| AND-OR/OR-AND | 2 | 290 |
| AND/OR/NAND/NOR | 1 | 80 |
==> stage by stage <==
step,setup slack (ps),instance area [um2],util (%),power (mW),std cells
after detailed placement,203,277,8.10,0.123,67
after global routing,31.9,329,9.63,0.284,74
after floorplan,532,169,-,0.120,16
final,62.9,329,9.63,0.263,74
after CTS,25.7,322,9.41,0.274,73
after global placement,226,277,8.10,0.123,67
==> placed cells by master (no fill, tap or decap) <==
master / netlist / routed
dfrtp_1: 4 / 4
clkdlybuf4s50_1: 0 / 5
inv_1: 4 / 4
buf_4: 0 / 4
nand2_1: 1 / 1
a22o_1: 1 / 1
o21ai_0: 1 / 1
o21ai_1: 2 / 2
xnor2_1: 1 / 1
mux2i_1: 1 / 1
nand3b_1: 1 / 1
clkbuf_4: 0 / 3
==> worst paths after layout <==
path	slack, ps	to	start	depth (start not counted)
hold / removal	250	q[2]	clr	2
setup / recovery	60	q[2]	q[2]	1
hold reg to reg	560	q[0]	q[0]	2
max in group asynchronous	990	q[0]	clr	2
setup reg to reg	370	q[3]	q[2]	4
min in group clk0	560	q[0]	q[0]	2
==> kinds of logic (layout without fill, tap and decap cells) <==
kind of cell / after synthesis / in the layout
and+or+nand+nor: 2 / 2
muxes: 1 / 1
AOI/OAI and AO/OA: 4 / 4
buffers and inverters: 4 / 16
xor gates and xnor gates: 1 / 1
DFF: 4 / 4
Power figures rest on the tool's default switching activity, not on a simulated workload.
