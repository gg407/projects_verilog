--- flow/run.sh ---
#!/bin/bash
# OpenROAD 26Q1-2900-gdf79404cd8, Yosys 0.63+post, stock flow scripts
make -C /OpenROAD-flow-scripts/flow DESIGN_CONFIG=/design/flow/config.mk WORK_HOME=/design/flow/orfs finish
--- flow/config.mk ---
export PLATFORM = sky130hd
export DESIGN_NAME = shift_left_right
export DESIGN_NICKNAME = shift_left_right
export VERILOG_FILES = /design/flow/design.v
export SDC_FILE = /design/flow/constraint.sdc
export NUM_CORES = 4
export LEC_CHECK = 1
export CORE_AREA = 10 10 70 70
export DIE_AREA = 0 0 80 80
--- flow/constraint.sdc ---
current_design shift_left_right

set clk_period 1.0
set clk_io_pct 0.2

create_clock -name clk0 -period $clk_period [get_ports {C}]

set non_clock_inputs [all_inputs -no_clocks]
set_input_delay [expr $clk_period * $clk_io_pct] -clock clk0 $non_clock_inputs
set_output_delay [expr $clk_period * $clk_io_pct] -clock clk0 [all_outputs]
--- flow/design.v ---
module shift_left_right (C, SI, LEFT_RIGHT, PO);
input  C,SI,LEFT_RIGHT; 
output PO; 
reg [7:0] tmp; 
  always @(posedge C) 
  begin 
    if (LEFT_RIGHT==1'b0) 
      begin 
        tmp = {tmp[6:0], SI}; 
      end 
    else 
      begin 
        tmp = {SI, tmp[7:1]}; 
      end 
  end 
  assign PO  = tmp; 
endmodule 
==> impl_metrics.yaml <==
# generated from flow reports
outcome:
  status: "complete, no violations"
timing:
  final-setup-viol-count: 0
  holdWs_ns: 0.463
  fin_skew_ns: 0.00342
  drv_slew: 0
  fmax_mhz: 1020
  rsz0062_at_grt: "yes"
  fin_crit_ns: 0.978
  fin_crit_sh_pct: 97.8
  relSlewSlack_pct: 94.1
  hold_viol: 0
  worst_pin_slew_ns: 0.0880
floorplanning:
  dieArea_sq_um: 6400
  die-height_microns: 80
  die_width_microns: 80
  core_region_area_sq_um: 3420
  fp_util_pct: 8.53
  ios: 4
  rows: 21
global_routing:
  antenna_found_initial: 0
  grt.overflow.total: 0
  grt_max_degree: 5
  grt_pass1_vias: 172
  track_usage_pct: 1.44
  grt_pass1_wl_microns: 738
clock_tree:
  holdBufCountCts: 0
  cts_tree: "done"
  cts_buffer_depth: 2
  cts.sinks: 8
  cts_buffers: 3
  cts_setup_buffers: 0
  htreeDepth: 1
  clk_transition_reported_paths_ns: 0.05
  cts_root_buf: "clkbuf_4"
  clk_latency_ns: 0.25
setup_path:
  endpoint_kind: "flip-flop"
  path_class: "in2reg"
  arrival_ns: 1.12
  worst_setup_path_start_kind: "primary input"
  path_max_fanout: 4
  required_ns: 1.14
placed_design:
  io_buffer_count: 3
  dpl.hpwl_microns: 284
  routabilityCongestion: 0.657
yosys:
  yosysChipArea_sq_um: 292
  synth_warnings: 1
  seq_area_frac_synth_pct: 54.9
  synth_area_per_cell_sq_um: 17.1
  synth_cell_types: 3
  synth_flops: 8
  ys_cells: 17
  syn_inst: 17
  synthesis.area_sq_um: 292
drt:
  routedWlPerCell_microns: 5.63
  via_per_inst: 2.03
  drc: 0
  drt_iter0_drc: 1
  vias: 142
  wl_microns: 394
  first_pass_iters: 2
  antenna_cells: 0
  final_antenna_net_count: 0
final_layout:
  layout_top_cells: "mux2_4, dfxtp_1, clkbuf_4"
  layout_top_cell: "mux2_4"
  largest_reg_flops: 8
  postLayoutCoreUtil_pct: 11.9
  layout-drive-gt1-share_pct: 58.3
  area_growth_pct: 39.5
pwr:
  p_leak_nw: 0.169
  ir_drop_mv: 0.882
  powerDensity_nw_per_um2: 2390
worst_hold_path:
  holdCritPathClass: "reg2reg"
run:
  warnings: 26
  max_cap_viol_count: 0
synthesized netlist by cell type (all sizes together):
cell | number | area [sq um]
buf | 1 | 11.3
dfxtp | 8 | 160
mux2 | 8 | 120
repair_timing:
item / CTS / global route
hold endpoints to repair: 0 / 0
setup endpoints to repair: 1 / 5
pin swaps: 0 / 0
gates cloned: 0 / 0
resized: 3 / 0
routing by layer:
| metal | vias up | routed length, microns | GRT usage [%] |
|---|---|---|---|
| met5 | - | 0 | 0 |
| met4 | 0 | 14 | 0.704 |
| met3 | 2 | 40 | 1.36 |
| met2 | 6 | 120 | 1.44 |
| met1 | 62 | 218 | 1.89 |
| li1 | 72 | - | - |
through the flow:
stage               total power, W  setup WS (ns)  cell area (sq um)  std cells  TNS (ns)
floorplan                 0.000675          0.263                292         17         0
global placement          0.000731         -0.248                383         67     -1.96
detailed placement        0.000735         -0.243                383         67     -1.92
CTS                       0.000987         0.0253                407         70         0
global route               0.00103       -0.00891                407         70   -0.0368
finish                    0.000971         0.0221                407         70         0
report_power, final:
part / total [W] / internal, W / switching (W)
logic: 0.000213 / 0.000179 / 0.0000339
registers: 0.000513 / 0.000446 / 0.0000663
clock network: 0.000246 / 0.000137 / 0.000108
total: 0.000971 / 0.000763 / 0.000209
cell families (layout without fill, tap and decap cells):
family                 after synthesis  in the layout  share of synthesized area [%]
multiplexers                         8              8                           41.2
flip-flops                           8              8                           54.9
buffers and inverters                1              8                           3.86
critical path, stage by stage:
cell,delay (ns)
clkdlybuf4s50_1,0.47
buf_4,0.15
mux2_4,0.30
path summary, 6_finish.rpt:
kind	start	cells after the start	to	slack [ns]
worst max-delay path	LEFT_RIGHT	3	tmp[0]	0.02
worst min-delay path	tmp[7]	1	tmp[6]	0.46
worst max register to register	tmp[0]	1	tmp[1]	0.31
worst min register to register	tmp[7]	1	tmp[6]	0.46
cell type report:
| class | instances | area, sq um |
|---|---|---|
| Clock buffer | 3 | 22.5 |
| Fill cell | 404 | 3010 |
| Multi-Input combinational cell | 8 | 120 |
| Sequential cell | 8 | 161 |
| Tap cell | 46 | 57.6 |
| Timing Repair Buffer | 5 | 45.0 |
Power is estimated from default activity; no workload was simulated.
